File: ./config.mk
export PLATFORM = sky130hd
export DESIGN_NAME = fulladder8b
export DESIGN_NICKNAME = fulladder8b
export VERILOG_FILES = /design/flow/design.v
export SDC_FILE = /design/flow/constraint.sdc
export NUM_CORES = 4
export LEC_CHECK = 1
export CORE_AREA = 10 10 70 70
export DIE_AREA = 0 0 80 80
File: ./constraint.sdc
current_design fulladder8b

set clk_period 7.7
set clk_io_pct 0.2

create_clock -name clk0 -period $clk_period

set non_clock_inputs [all_inputs -no_clocks]
set_input_delay [expr $clk_period * $clk_io_pct] -clock clk0 $non_clock_inputs
set_output_delay [expr $clk_period * $clk_io_pct] -clock clk0 [all_outputs]
File: ./design.v
module fulladder8b(
    input wire [7:0] a,
    input wire [7:0] b,
    input wire cin,
    output wire [7:0] s,
    output wire cout
);
    assign {cout,s}=a+b+cin;
endmodule
File: ./run.sh
#!/bin/bash
# OpenROAD 26Q1-2900-gdf79404cd8, Yosys 0.63+post, stock flow scripts
make -C /OpenROAD-flow-scripts/flow DESIGN_CONFIG=/design/flow/config.mk WORK_HOME=/design/flow/orfs finish
==> notes.md <==
The flow completed. The timing report notes that buffer and inverter cells on the critical path total 2. The script logs the mean routed wire length per placed instance as 9.55 µm. The worst setup path is launched from an input pin. Chip area line of the yosys report landed at 332 µm². The number of hold buffers added after CTS was 0. Setup repair after global routing left no endpoint under its margin. Looking at the setup timing report, the critical path kind is input pin to output port. The number of setup buffers added after CTS is 0. The final critical path takes up 71.1% of the cycle.

For this design, the slowest cell found on the critical path is clkdlybuf4s50_1. Per the detailed-route log, wirelength across all metal layers totals 1090 µm. The detailed router finished its first iteration with 8 violations. Power share of the clock group landed at 0%. For this run, the detailed router reports a per-instance via density of 3.45. For the worst setup path, the data required time is 6160 ps. Vertical extent of the die landed at 80 µm. The run reported a max-capacitance violation count of 0.

Setup violations remaining at the end of the flow were counted as 0. HPWL after detailed placement landed at 999 µm. Before placement the cells fill 9.71% of the core.

Static power due to leakage landed at 0.000258 µW. Data arrival at the endpoint of the critical path landed at 3940 ps. The analysis attributes to net switching a power of 17.2 µW. The first global-routing pass estimated 1810 µm of wire. Per the gpl log, the routability congestion estimate is 0.805. Register cell area after layout landed at 0 µm². OpenROAD warning count landed at 32. For this run, the number of Yosys warnings is 0. The internal power of the cells totals 33.6 µW. Final critical delay including setup and external delays landed at 5480 ps.

The pin closest to its max-slew limit shows a slew of 341 ps. Combinational group share of total power landed at 100.0%. Number of fillers in the final layout landed at 384. Number of top-level design ports landed at 26. The floorplan has 21 rows. Number of different library cells in the post-synthesis netlist landed at 20. Number of vias in the routed layout landed at 393. Overall power landed at 50.8 µW.

Per the final report, max-transition violations number 0. Count of instantiated cells in the yosys netlist landed at 42. Per the final timing report, the hold violations number 0. Share of the core filled with cells in the final layout landed at 19.0%. The worst setup path is captured at an output port. Ratio of cells with drive above 1 in the final layout landed at 1.47%.

Once the clock tree was built, the resizer swapped 0 gates to a different size. Number of iterations in the first detailed-routing pass landed at 2. Across all setup checks in the final design, the least slack found is 2220 ps.

The mapped netlist covers 332 µm². Total global-route track usage landed at 3.35%. By instance count after routing, the leading logic cell types are 26 x clkdlybuf4s50_1, 7 x ha_1, 5 x a21oi_1.

Number of flip-flops and latches landed at 0. Per the OpenROAD floorplan log, the width of the die is 80 µm. Pin count of the biggest net entering global routing landed at 7. Once detail routing completed, the nets flagged for antenna violations numbered 0. The synthesized instance count is 42.

The layout has 0 clock buffers. Per the summary, power density relative to cell area is 78.2 nW/µm². Per the OpenROAD floorplan log, the area of the die is 6400 µm². Counting only logic cells after layout, the most numerous master is clkdlybuf4s50_1. In this run the worst hold path is classified as input pin to output port. Initial antenna violation count landed at 0. Antenna cell count landed at 0. For this run, the register share of the synthesized area comes to 0%. The core region is 3420 µm².

In this run, flip-flops and latches consume 0% of the power. Post-synthesis average cell area landed at 7.89 µm². Compared with the post-synthesis result, the final layout area differs by 95.8%. Per the slew report, the remaining headroom to the max-slew limit stands at 76.7%. Buffers placed on the I/O ports in this run total 26. Total negative setup slack landed at 0 ps.

Critical-path maximum fanout landed at 2. Across the VDD grid, the largest voltage drop is 28.7 µV. Switching power share of the total landed at 33.9%. Via count of the first global-routing pass landed at 394. The flow ran to the end, and the final reports show no timing, DRC or antenna violations. The highest clock rate this design can be run at is 0.183 GHz. Grouping stages by cell kind, the critical path spends the most delay in buffers and inverters. Traced cell by cell, the critical path runs through clkdlybuf4s50_1 -> fa_1 -> fa_1 -> a21oi_1 -> nor2_1 -> nor2_1 -> xnor2_1 -> clkdlybuf4s50_1. Final routed DRC violation total landed at 0. Biggest cell delay along the critical path landed at 490 ps. Worst setup slack before clock tree synthesis landed at 2230 ps. Summed over all layers, the global routing overflow is 0.
==> final timing paths <==
path | start | end | slack, ps | cells after the start
setup / recovery | a[0] | s[6] | 2220 | 8
hold / removal | cin | s[0] | 4160 | 3
==> cells by family (layout without fill, tap and decap cells) <==
group | after synthesis | in the layout | share of synthesized area (%)
xor+xnor | 4 | 4 | 10.6
fa+ha+maj | 9 | 9 | 38.5
simple gates | 12 | 12 | 17.4
buf+inv | 3 | 29 | 3.40
compound gates | 13 | 13 | 27.2
mux | 1 | 1 | 3.02
==> power groups by stage <==
stage	clock (µW)	sequential [µW]	combinational, µW
6_report	0	0	50.8
4_1_cts	0	0	51.8
5_1_grt	0	0	57.0
==> through the flow <==
step / hold WS, ps / instance area (µm²) / instances
after floorplan: 3180 / 332 / 42
after global placement: 4170 / 649 / 114
after detailed placement: 4170 / 649 / 114
after CTS: 4170 / 649 / 114
after global routing: 4210 / 649 / 114
final: 4160 / 649 / 114
==> worst min-delay path, cell delays in order <==
cell	delay (ps)
clkdlybuf4s50_1	470
fa_1	150
clkdlybuf4s50_1	460
==> Yosys cell counts, drive strengths merged <==
library cell  instances  share of area (%)
xnor2                 2                5.3
nand2                 3                3.4
nor2                  2                2.3
a311o                 2                6.0
nand3                 2                3.0
nor2b                 2                3.8
a221oi                1                2.6
fa                    2                 12
ha                    7                 26
nor3                  2                3.0
xor2                  2                5.3
o21ai                 1                1.5
o21bai                1                2.3
mux2i                 1                3.0
a21o                  2                4.5
a2111oi               1                2.6
inv                   3                3.4
nor4                  1                1.9
a21oi                 5                7.5
==> layer usage <==
| layer | vias to the layer above | track usage [%] | routed length [µm] |
|---|---|---|---|
| li1 | 214 | - | - |
| met1 | 159 | 5.04 | 570 |
| met2 | 20 | 4.65 | 369 |
| met3 | 0 | 1.25 | 149 |
| met4 | 0 | 0 | 0 |
| met5 | - | 0 | 0 |
==> cell type report <==
cell class | instances | area [µm²] | share of cell area, %
repair buffers | 26 | 260 | 40.1
multi-input cells | 39 | 320 | 49.3
well taps | 46 | 57.6 | 8.86
inverters | 3 | 11.3 | 1.73
Power is estimated from default activity; no workload was simulated.
